[config.mk]
export PLATFORM = sky130hd
export DESIGN_NAME = vending_machine
export DESIGN_NICKNAME = vending_machine
export VERILOG_FILES = /design/flow/design.v
export SDC_FILE = /design/flow/constraint.sdc
export NUM_CORES = 4
export LEC_CHECK = 1
export CORE_AREA = 10 10 73 73
export DIE_AREA = 0 0 83 83
export SYNTH_HDL_FRONTEND = slang
[constraint.sdc]
current_design vending_machine

set clk_period 1.7
set clk_io_pct 0.2

create_clock -name clk0 -period $clk_period [get_ports {clk}]

set non_clock_inputs [all_inputs -no_clocks]
set_input_delay [expr $clk_period * $clk_io_pct] -clock clk0 $non_clock_inputs
set_output_delay [expr $clk_period * $clk_io_pct] -clock clk0 [all_outputs]
[design.v]
module vending_machine (
    input  logic        clk,
    input  logic        rst_n,
    input  logic [2:0]  tray_sel,
    input  logic [2:0]  product_sel,
    input  logic        upi_pay_req,
    input  logic        upi_pay_done,
    output logic        spring_motor_en,
    output logic        dispense,
    output logic [7:0]  amount,
    output logic        error
);
    typedef enum logic [2:0] {
        IDLE,
        SELECT,
        WAIT_PAYMENT,
        SPRING_MOVE,
        DISPENSE
    } state_t;
    state_t curr_state, next_state;
    logic [7:0] price_mem [0:4][0:4];
    initial begin
        foreach (price_mem[i,j])
            price_mem[i][j] = 8'd10 + (i*5) + j;
    end
    logic [2:0] spring_cnt;
    logic       spring_done;
    always_ff @(posedge clk or negedge rst_n) begin
        if (!rst_n) begin
            spring_cnt  <= 0;
            spring_done <= 0;
        end
        else if (spring_motor_en) begin
            if (spring_cnt == 3'd4) begin
                spring_cnt  <= 0;
                spring_done <= 1'b1;
            end
            else begin
                spring_cnt  <= spring_cnt + 1;
                spring_done <= 1'b0;
            end
        end
        else begin
            spring_cnt  <= 0;
            spring_done <= 1'b0;
        end
    end
    always_ff @(posedge clk or negedge rst_n) begin
        if (!rst_n)
            curr_state <= IDLE;
        else
            curr_state <= next_state;
    end
    always_comb begin
        next_state      = curr_state;
        spring_motor_en = 1'b0;
        dispense        = 1'b0;
        amount          = 8'd0;
        error           = 1'b0;
        case (curr_state)
            IDLE: begin
                if (tray_sel < 5 && product_sel < 5)
                    next_state = SELECT;
                else
                    error = 1'b1;
            end
            SELECT: begin
                amount = price_mem[tray_sel][product_sel];
                if (upi_pay_req)
                    next_state = WAIT_PAYMENT;
            end
            WAIT_PAYMENT: begin
                amount = price_mem[tray_sel][product_sel];
                if (upi_pay_done)
                    next_state = SPRING_MOVE;
            end
            SPRING_MOVE: begin
                spring_motor_en = 1'b1;
                if (spring_done)
                    next_state = DISPENSE;
            end
            DISPENSE: begin
                dispense   = 1'b1;
                next_state = IDLE;
            end
            default: next_state = IDLE;
        endcase
    end
endmodule
[run.sh]
#!/bin/bash
# OpenROAD 26Q1-2900-gdf79404cd8, Yosys 0.63+post, stock flow scripts
make -C /OpenROAD-flow-scripts/flow DESIGN_CONFIG=/design/flow/config.mk WORK_HOME=/design/flow/orfs finish
==> out/metrics.cfg <==
[pwr]
p_per_area_nw_per_um2 = 789
leakage_nw = 0.502
ir_drop_mv = 0.608

[yosys]
yosysSeqAreaShare = 0.328
synth-edff-count = 0
yosysWarnings = 0
synth.area.top_cells = dfrtp_1 (29%), ha_1 (11%), nor2_1 (5.4%), a21oi_1 (4.4%), dfstp_2 (3.8%)
syn_area_um2 = 689
async_flop_share = 1.00
top_cell_area_share = 0.290
synth.avg_cell_area_um2 = 8.21
ys_ff = 9
netlist_instances = 84
synth_top_flop_cell = dfrtp_1
adder_share = 0.109
ys_cells = 84
top_logic_kind = simple AND/OR/NAND/NOR gates
yosys_area_um2 = 689
simple_gate_share = 0.212
ys_sh_mux = 0.0454
yosys.area_share.aoi = 0.205
largest_area_cell = dfrtp_1
xor_share = 0
synth.distinct_cells = 31

[place]
hpwl_um = 1400
pre_cts_ws_ns = -0.904
place_congestion = 0.762
portBuffers = 18

[critical_path]
rr_worst_depth = 5
critPathRequiredTime_ns = 1.36
critPathLaunchType = primary input
ff2ff_setup_slack_ns = 0.67
crit_fanout = 2
timing.rr.end = spring_cnt[2]
criticalPathCategory = primary input to output pin
arrival_ns = 1.51
critPathCaptureType = output pin
rr_startpoint = spring_cnt[0]

[sta]
setup_viol = 1
layout_setup_ws_ns = -0.150
setup_tns_ns = -0.150
drv_slew = 0
rsz0062_at_grt = yes
post-route-period-util = 1.09
post-route-min-period_ns = 1.85
fmax_mhz = 541
fin_skew_ns = 0.00306
final-hold-violation-count = 0

[cts]
clock_tree.root_cell = clkbuf_8
hold_buffers = 0
cts.clk_slew.worst_paths_ns = 0.04
clock-sinks = 9
cts_tree = yes
cts_buffers = 3
clk-insertion-delay-late_ns = 0.23
clockBufferDepth = 2
htree_levels = 1

[grt]
grt_pass1_vias = 680
antenna_found_initial = 0
grt_usage = 0.0519
grt_pass1_wl_um = 3190
globalRouteOverflowTotal = 0
grt_max_degree = 14

[drt]
via_per_inst = 4.12
drtIter0Drc = 42
vias = 667
drt_pass1_iterations = 4
diodes = 0
routedWlPerCell_um = 11.3
drc = 0
ant_nets = 0
finalWirelength_um = 1830

[floorplanning]
dieArea_um2 = 6890
die_w_um = 83
die-height_um = 83
core_area_um2 = 3740
rows = 22
initCoreUtil = 0.184
ioPinCount = 21

[layout]
fin_util = 0.297
layout-drive-gt1-share = 0.404
nFillCells = 400
synthToLayoutAreaGrowth_pct = 61.2

[job]
drv_cap = 0
log.warning_count = 31

[min_path]
min_path_type = primary input to asynchronous set/reset pin

[run_status]
status = finished, violations left
failed_checks = setup timing

==> metrics by stage <==
stage          total power [W]  cell area, um^2  instances  hold WS [ns]
6_report              0.000877             1110        162         0.401
2_1_floorplan         0.000454              693         85        0.0444
4_1_cts               0.000873             1070        163         0.409
3_5_place_dp          0.000619              996        158         0.444
5_1_grt               0.000954             1110        162         0.432
3_3_place_gp          0.000602              996        158         0.438
==> worst max-delay path, cell delays in order <==
cell and delay, ns:
buf_6 0.09, or4b_4 0.53, or3_4 0.36, o31ai_4 0.06, buf_2 0.12
==> registers in the layout (all words and copies together) (netlist names) <==
register,flops
spring_done,1
spring_cnt,3
curr_state,5
==> repair_timing <==
action / 4_1_cts / 5_1_grt
buffers inserted: 1 / 0
cloned: 0 / 0
setup endpoints to repair: 7 / 5
resized: 63 / 13
pin swaps: 12 / 9
==> area by class of cell <==
cell class,instances,area (um^2),area share
tap,48,60.1,0.0541
inverter,8,37.5,0.0338
timing repair buffer,31,264,0.238
clock buffer,3,41.3,0.0372
sequential,9,226,0.204
multi-input combinational,62,477,0.429
clock inverter,1,5.00,0.00450
==> per-layer routing <==
| metal | track usage | wire length, um | share of wire | vias to the layer above |
|---|---|---|---|---|
| met3 | 0.0138 | 83 | 0.045 | 0 |
| met5 | 0 | 0 | 0 | - |
| met1 | 0.0703 | 922 | 0.50 | 307 |
| met2 | 0.0824 | 822 | 0.45 | 12 |
| met4 | 0.00615 | 0 | 0 | 0 |
| li1 | - | - | - | 348 |
==> cells in the mapped netlist (2+ instances only) <==
cell      instances
nor2_1           10
nor2b_1           2
o21ai_0           5
nand2_1           4
o21ai_1           2
a21oi_1           6
dfrtp_1           8
and2_1            2
mux2i_1           2
inv_1             7
and3_1            2
nor3_1            3
ha_1              6
buf_4             2
buf_2             4
or3_1             2
o21bai_1          3
==> layout by cell type, fill, tap and decap left out, types with 2 or more instances in the layout <==
cell	synthesis	routed
o21bai_1	3	3
ha_1	6	4
and2_1	2	2
dfrtp_1	8	8
mux2i_1	2	2
ha_4	0	2
o21ai_1	2	2
o21ai_0	5	3
nor2_1	10	9
buf_6	0	8
clkbuf_8	0	3
clkdlybuf4s50_1	0	5
buf_2	4	8
and3_1	2	2
buf_4	2	8
o21ai_2	0	2
nand2_1	4	4
conb_1	1	2
a21oi_1	6	6
inv_1	7	5
nor3_1	3	2
==> cells by family after synthesis <==
logic type,Yosys count
other,1
buffers and inverters,14
and+or+nand+nor,29
AOI/OAI and AO/OA,22
muxes,3
adders and majority gates,6
DFF,9
==> worst max path at each step <==
stage                     startpoint   endpoint  slack (ns)  depth (start not counted)
after CTS             product_sel[1]  amount[3]       -0.22                          5
after global routing  product_sel[1]  amount[3]       -0.18                          5
final                 product_sel[1]  amount[3]       -0.15                          5
==> power by group <==
| part | internal [W] | switching, W | total, W | leakage (nW) |
|---|---|---|---|---|
| logic | 0.000176 | 0.000155 | 0.000331 | 0.360 |
| clock network | 0.000159 | 0.0000797 | 0.000239 | 0.0255 |
| registers | 0.000271 | 0.0000357 | 0.000307 | 0.117 |
Power figures rest on the tool's default switching activity, not on a simulated workload.
