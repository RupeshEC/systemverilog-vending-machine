## ./config.mk

```make
export PLATFORM = sky130hd
export DESIGN_NAME = upi_payment
export DESIGN_NICKNAME = upi_payment
export VERILOG_FILES = /design/flow/design.v
export SDC_FILE = /design/flow/constraint.sdc
export NUM_CORES = 4
export LEC_CHECK = 1
export CORE_AREA = 10 10 70 70
export DIE_AREA = 0 0 80 80
export SYNTH_HDL_FRONTEND = slang
```

## ./constraint.sdc

```tcl
current_design upi_payment

set clk_period 1.3
set clk_io_pct 0.2

create_clock -name clk0 -period $clk_period [get_ports {clk}]

set non_clock_inputs [all_inputs -no_clocks]
set_input_delay [expr $clk_period * $clk_io_pct] -clock clk0 $non_clock_inputs
set_output_delay [expr $clk_period * $clk_io_pct] -clock clk0 [all_outputs]
```

## ./design.v

```verilog
module upi_payment (
    input  logic clk,
    input  logic rst_n,
    input  logic pay_req,      
    output logic pay_done,     
    output logic upi_busy,     
    output logic upi_success  
);
    typedef enum logic [1:0] {
        UPI_IDLE,
        UPI_PROCESS,
        UPI_SUCCESS
    } upi_state_t;
    upi_state_t curr_state, next_state;
    logic [2:0] upi_timer;
    always_ff @(posedge clk or negedge rst_n) begin
        if (!rst_n)
            curr_state <= UPI_IDLE;
        else
            curr_state <= next_state;
    end
    always_ff @(posedge clk or negedge rst_n) begin
        if (!rst_n)
            upi_timer <= 0;
        else if (curr_state == UPI_PROCESS)
            upi_timer <= upi_timer + 1;
        else
            upi_timer <= 0;
    end
    always_comb begin
        next_state  = curr_state;
        pay_done    = 1'b0;
        upi_busy    = 1'b0;
        upi_success = 1'b0;
        case (curr_state)
            UPI_IDLE: begin
                if (pay_req)
                    next_state = UPI_PROCESS;
            end
            UPI_PROCESS: begin
                upi_busy = 1'b1;
                if (upi_timer == 3'd4)
                    next_state = UPI_SUCCESS;
            end
            UPI_SUCCESS: begin
                pay_done    = 1'b1;
                upi_success = 1'b1;
                next_state  = UPI_IDLE;
            end
            default: next_state = UPI_IDLE;
        endcase
    end
endmodule
```

## ./run.sh

```bash
#!/bin/bash
# OpenROAD 26Q1-2900-gdf79404cd8, Yosys 0.63+post, stock flow scripts
make -C /OpenROAD-flow-scripts/flow DESIGN_CONFIG=/design/flow/config.mk WORK_HOME=/design/flow/orfs finish
```

==> metrics.yaml <==
outcome: "finished, final reports clean"
fmax_mhz: 816.8
io_pins: 6
track_usage_pct: 1.836
max-slew-margin-rel_pct: 82.64
finalClockPeriodUsage_pct: 94.17
gp_congestion: 0.7657
cpPeakStageDelay_ps: 360
vdd_ir_drop_max_uv: 226.0
cts_tree: "done"
layout_setup_ws_ps: 75.76
ys_sh_adder_pct: 10.00
crit_fanout: 2
core_um2: 3416
chip_area_um2: 6400
die_w_um: 80
power_leakage_uw: 0.0002074
warnings: 26
path_buffers: 2
clk_pin_slew_ps: 50
wl_per_cell_um: 6.338
cp_cell_sequence: "buf_4, dlygate4sd2_1"
yosys_warnings: 0
skew_ps: 3.742
power_uw: 381.3
htree_levels: 1
rows: 21
place_ws_ps: 140.3
yosysUniqueCellTypes: 12
hp-class: "in2async"
layout_top_cell: "dfrtp_1"
utilization_pct: 11.58
grt-ovfl-total: 0
end_kind: "output pin"
critPathTopFamily: "flip-flops"
firstDrtPassIters: 2
aoi_share_pct: 6.500
path_class: "reg2out"
synth_xor_xnor_area_share_pct: 3.500
netlist_area_um2: 250.2
avgViaCountPerCell: 2.364
netlist_instances: 20
critPathLaunchType: "register"
numCtsBuffers: 3
die_y_um: 80
grt_max_degree: 7
dpl.hpwl_um: 354.7
drc: 0
grt_pass1_vias: 191
slew_viol_final: 0
yosys_cells: 20
worstPathArrival_ps: 960
cap_violations: 0
io_buffer_count: 5
synth.avg_cell_area_um2: 12.51
min_period_ps: 1224
mux_share_pct: 0
powerDensity_nw_per_um2: 964.4
simple_gate_share_pct: 12.00
antenna_found_initial: 0
top_logic_kind: "simple AND/OR/NAND/NOR gates"
fin_hold_ws_ps: 249.8
clockRootBuffer: "clkbuf_4"
hold_violations: 0
clock-sinks: 6
diodes: 0
ys.flops: 6
finalWirelength_um: 488
rsz0062_at_grt: "false"
setup_viol: 0
drtIter0Drc: 5
num_vias: 182
final_cell_mix: "dfrtp_1 (5), inv_1 (3), clkbuf_4 (3), dlygate4sd2_1 (3), buf_4 (3)"
tightestPinTransition_ps: 259.7
ys_seq_share_pct: 60.50
required_ps: 1040
worstSkewPairLatency_ps: 240
drive_above_1_share_pct: 25.81
ant_nets: 0
setup-tns-final_ps: 0
clk_path_buf_depth: 2
grt_first_pass_wirelength_um: 862
yosysChipArea_um2: 250.2
crit_path_top_delay_cell: "dfrtp_1"
fp_util_pct: 7.326
syn2layout_area_growth_pct: 58.00
flip-flops by register name, summed over array words and instances (netlist names):
name and cells:
curr_state 3, upi_timer 3
area by class of cell:
cell class,instances,area (um^2)
fillers,402,3020
flip-flops and latches,6,151.4
multi-input cells,10,80.08
repair buffers,8,68.82
well taps,46,57.56
clock buffers,4,26.28
inverters,3,11.26
synthesized netlist by cell type:
cell	count	area (um^2)
and2_1	2	12.51
ha_1	2	25.02
a21o_1	1	7.510
and3_2	1	7.510
dfstp_2	1	26.28
buf_4	1	7.510
nor2b_1	1	6.260
inv_1	3	11.26
a22o_1	1	8.760
xor2_1	1	8.760
nand2_1	1	3.750
dfrtp_1	5	125.1
report_power, final:
part	internal [uW]	total [uW]	leakage, uW	switching, uW
Clock	116	184	0.0000150	67.5
Sequential	188	188	0.0000802	0
Combinational	5.52	10.0	0.000112	4.51
through the flow:
step | cells | cell area, um^2
final | 77 | 395.4
after detailed placement | 70 | 350.3
after global placement | 70 | 350.3
after CTS | 77 | 395.4
after floorplan | 20 | 250.2
after global routing | 77 | 395.4
path summary, 6_finish.rpt:
path / cells past startpoint / from / slack [ps] / to
max: 2 / curr_state[1]$_DFF_PN0_ / 80 / upi_success
min: 1 / rst_n / 250 / upi_timer[2]$_DFF_PN0_
max reg2reg: 3 / upi_timer[0]$_DFF_PN0_ / 290 / upi_timer[2]$_DFF_PN0_
min reg2reg: 1 / upi_timer[0]$_DFF_PN0_ / 470 / upi_timer[0]$_DFF_PN0_
max in group asynchronous: 1 / rst_n / 780 / curr_state[0]$_DFF_PN1_
min in group clk0: 1 / upi_timer[0]$_DFF_PN0_ / 470 / upi_timer[0]$_DFF_PN0_
cells by family after synthesis:
group / Yosys count
AND-OR/OR-AND: 2
XOR/XNOR: 1
flip-flops: 6
buffers and inverters: 4
AND/OR/NAND/NOR: 5
adder cells (fa/ha/maj): 2
timing repair:
item,CTS,global route
setup buffers,3,0
endpoints found under the setup margin,3,0
hold buffers,0,0
resized,3,0
per-layer routing:
layer / global-route usage (%) / up-vias / wire length [um]
met3: 2.386 / 0 / 93
met5: 0 / - / 0
li1: - / 86 / -
met1: 1.949 / 88 / 222
met2: 2.167 / 8 / 171
met4: 0.3521 / 0 / 0
worst reg2reg max path: stages, from the launching register on:
cell     delay, ps
dfrtp_1        390
ha_1           220
xor2_1         130
and2_1         150
Power figures rest on the tool's default switching activity, not on a simulated workload.
